--- flow/design.v ---
module SRAM_Controller(clk, rst, mem_write_in, mem_read_in, address, reg_in, mem_read_data, ready, SRAM_DQ, SRAM_ADDR, 
			SRAM_UB_N, SRAM_LB_N, SRAM_WE_N, SRAM_CE_N, SRAM_OE_N);
    input clk, rst;
    input mem_write_in, mem_read_in;
    input [31:0] address, reg_in;
    output [31:0] mem_read_data;
    output ready;
    inout [15:0] SRAM_DQ;
    output reg [17:0] SRAM_ADDR;
    output  SRAM_UB_N;          
    output  SRAM_LB_N;          
    output reg SRAM_WE_N;          
    output  SRAM_CE_N;          
    output  SRAM_OE_N;          
    parameter [3:0] Idle = 0, write1 = 1, write2 = 2, read1 = 3, read2 = 4, read3 = 8, read4 = 5, wait1 = 6, wait2 = 7;
    reg [3:0] ns, ps;
    reg [15:0] readLSB, readMSB;
    assign {SRAM_UB_N, SRAM_LB_N, SRAM_CE_N, SRAM_OE_N} = 4'b0000;
    always @* begin : next_state
        ns = Idle;
        case (ps)
            Idle: begin
                if (~mem_write_in & ~mem_read_in)
                    ns = Idle;
                else if (mem_write_in)
                    ns = write1;
                else
                    ns = read1;
            end
            write1: ns = write2;
            write2: ns = wait1;
            read1: ns = read2;
            read2: ns = read3;
            read3: ns = wait1;
            wait1: ns = wait2;
            wait2: ns = Idle;
        endcase
    end
    always @(ps) begin : signals
        SRAM_ADDR = 18'b0; SRAM_WE_N = 1'b1;
        case (ps)
            write1: begin
                SRAM_ADDR = {address[18:2], 1'b0};
                SRAM_WE_N = 1'b0;
            end
            write2: begin
                SRAM_ADDR = {address[18:2], 1'b1};
                SRAM_WE_N = 1'b0;
            end
            read1: begin
                SRAM_ADDR = {address[18:2], 1'b0};
            end
            read2: begin
                SRAM_ADDR = {address[18:2], 1'b1};
                readLSB = SRAM_DQ;
            end
            read3: begin
                readMSB = SRAM_DQ;
            end
        endcase
    end
    always @(posedge clk, posedge rst) begin
        if (rst)
            ps <= Idle;
        else
            ps <= ns;
    end
    assign SRAM_DQ = (ps == write1) ? reg_in[15:0] : (ps == write2) ? reg_in[31:16] : 16'bz;             
    assign ready = (ns == Idle) ? 1'b1 : 1'b0;
    assign mem_read_data = (ps == wait2) ? {readMSB, readLSB} : 32'bz;
endmodule
--- flow/run.sh ---
#!/bin/bash
# OpenROAD 26Q1-2900-gdf79404cd8, Yosys 0.63+post, stock flow scripts
make -C /OpenROAD-flow-scripts/flow DESIGN_CONFIG=/design/flow/config.mk WORK_HOME=/design/flow/orfs finish
--- flow/config.mk ---
export PLATFORM = sky130hd
export DESIGN_NAME = SRAM_Controller
export DESIGN_NICKNAME = SRAM_Controller
export VERILOG_FILES = /design/flow/design.v
export SDC_FILE = /design/flow/constraint.sdc
export NUM_CORES = 4
export LEC_CHECK = 1
export CORE_AREA = 10 10 114 114
export DIE_AREA = 0 0 124 124
--- flow/constraint.sdc ---
current_design SRAM_Controller

set clk_period 3.0
set clk_io_pct 0.2

create_clock -name clk0 -period $clk_period [get_ports {clk}]

set non_clock_inputs [all_inputs -no_clocks]
set_input_delay [expr $clk_period * $clk_io_pct] -clock clk0 $non_clock_inputs
set_output_delay [expr $clk_period * $clk_io_pct] -clock clk0 [all_outputs]
==> results.sh <==
# flow metrics
export IMPL_grt_start_max_net_pins=19
export IMPL_unclocked_pins=32
export IMPL_cts_resized=0
export IMPL_static_power_due_to_leakage_uw=0.000975
export IMPL_postSynthRegisterBits=40
export IMPL_layout_drive_gt1_share_pct=13.6
export IMPL_worst_pin_slew_ps=577
export IMPL_fin_setup_tns_ps=0
export IMPL_cts_tree="yes"
export IMPL_die_area_sq_mm=0.0154
export IMPL_fin_util_pct=22.6
export IMPL_syn_warnings=3
export IMPL_via_count_of_the_first_global_routing_pass=1035
export IMPL_r2r_start="ps[1]$_DFF_PP0_"
export IMPL_synth_async_sr_flop_share_pct=20.0
export IMPL_fmax_mhz=382
export IMPL_cp_slowest_stage_delay_ps=500
export IMPL_regToRegSetupSlack_ps=1910
export IMPL_timing_rr_end="ps[4]$_DFF_PP0_"
export IMPL_synthCells=92
export IMPL_hpwl_um=4100
export IMPL_untimed_endpoints=64
export IMPL_timing_max_transition_violations_final=0
export IMPL_timing_critical_path_cells="clkdlybuf4s50_1, and3b_1, and4bb_1, clkdlybuf4s50_1"
export IMPL_initialDrtViolationCount=4
export IMPL_timing_critical_path_required_ps=2400
export IMPL_average_instance_area_after_synthesis_sq_um=12.2
export IMPL_slew_headroom_pct=61.6
export IMPL_critPathSlowestCell="sky130_fd_sc_hd__clkdlybuf4s50_1"
export IMPL_core_area_sq_mm=0.0104
export IMPL_worst_hold_path_num_cells=0
export IMPL_synth_edff_count=0
export IMPL_timing_final_crit_period_ps=2620
export IMPL_clk_insertion_delay_late_ps=230
export IMPL_synth_yosys_num_cells=92
export IMPL_detail_route_antenna_diodes=0
export IMPL_grt_setup_unrepaired="no"
export IMPL_crit_buf_inv=2
export IMPL_hold_bufs_at_cts=0
export IMPL_cp_data_arrival_time_ps=2020
export IMPL_numPortBuffers=104
export IMPL_power_density_mw_per_mm2=142
export IMPL_detailroute_via_count=1015
export IMPL_tritoncts_num_buffers=3
export IMPL_global_route_wire_length_before_repair_um=6250
export IMPL_reg2reg_depth=1
export IMPL_grt_usage_pct=5.27
export IMPL_drv_max_cap_violation_count=0
export IMPL_report_final_setup_viol=0
export IMPL_die_size_x_um=124
export IMPL_globalRoute_totalOverflow=0
export IMPL_post_cts_setup_buffers=0
export IMPL_post_drt_via_cell_ratio=3.03
export IMPL_timing_final_crit_share_pct=87.3
export IMPL_gpl_final_weighted_congestion=0.777
export IMPL_min_delay_start="ps[4]$_DFF_PP0_"
export IMPL_path_common_cell="sky130_fd_sc_hd__clkdlybuf4s50_1"
export IMPL_routed_length_per_instance_um=14.1
export IMPL_worst_setup_path_end_kind="output port"
export IMPL_antenna_found_initial=0
export IMPL_netlist_area_sq_mm=0.00112
export IMPL_crit_path_kind="primary input to output port"
export IMPL_hold_path_endpoint="ps[7]$_DFF_PP0_"
export IMPL_area_growth_synth_to_final_pct=110
export IMPL_yosys_stat_chipArea_sq_mm=0.00112
export IMPL_height_of_the_die_um=124
export IMPL_crit_path_max_fanout=3
export IMPL_synth_cell_types=18
export IMPL_routed_wirelength_um=4730
export IMPL_final_hold_violation_count=0
export IMPL_drt_drc_violations_left=0
export IMPL_rows=37
export IMPL_ctsLongestPathBuffers=2
export IMPL_timing_critical_path_from_type="primary input"
export IMPL_crit_family="buffers and inverters"
export IMPL_ir_drop_mv=0.278
export IMPL_ios=140
export IMPL_hold_class="flop to flop"
export IMPL_worst_clock_skew_ps=4.88
export IMPL_outcome="complete, no violations"
export IMPL_drtAntennaViolNets=0
export IMPL_ctsHtreeMaxLevel=1
export IMPL_drtPass1Iterations=4
export IMPL_fp_utilization_pct=10.8
export IMPL_total_tool_warning_count=40
export IMPL_cts_root_buffer="sky130_fd_sc_hd__clkbuf_8"
export IMPL_path_clk_slew_ps=40
export IMPL_flop_cell="sky130_fd_sc_hd__dlxtp_1"
## state kept, by name, summed over array words and instances (netlist names)
signal	flops
readMSB	16
readLSB	16
ps	8
## stage by stage
stage	cell area [sq um]	setup slack [ps]	total power, uW	instances	hold WS [ps]
finish	2360	381	334	335	374
global route	2360	310	354	335	397
CTS	2360	379	340	335	381
detailed placement	2310	397	203	331	367
global placement	2310	395	202	331	369
floorplan	1130	1320	134	95	355
## layout by cell type (no fill, tap or decap)
| cell type | n |
|---|---|
| sky130_fd_sc_hd__clkdlybuf4s50_1 | 104 |
| sky130_fd_sc_hd__clkbuf_8 | 3 |
| sky130_fd_sc_hd__mux2_2 | 16 |
| sky130_fd_sc_hd__dfstp_2 | 1 |
| sky130_fd_sc_hd__buf_4 | 3 |
| sky130_fd_sc_hd__nor3b_1 | 1 |
| sky130_fd_sc_hd__inv_1 | 1 |
| sky130_fd_sc_hd__and4bb_1 | 1 |
| sky130_fd_sc_hd__nor2b_1 | 11 |
| sky130_fd_sc_hd__conb_1 | 4 |
| sky130_fd_sc_hd__clkbuf_1 | 1 |
| sky130_fd_sc_hd__nor4_4 | 1 |
| sky130_fd_sc_hd__and2b_1 | 6 |
| sky130_fd_sc_hd__and2_1 | 1 |
| sky130_fd_sc_hd__nor2_1 | 2 |
| sky130_fd_sc_hd__or2_2 | 3 |
| sky130_fd_sc_hd__dlxtp_1 | 32 |
| sky130_fd_sc_hd__and3b_1 | 1 |
| sky130_fd_sc_hd__dfrtp_1 | 7 |
## cell families after synthesis
logic type | Yosys count | synth area share (%)
multiplexers | 16 | 16.0
other | 1 | 0.334
flip-flops | 8 | 17.9
latches | 32 | 42.8
AND/OR/NAND/NOR | 27 | 17.5
buffers and inverters | 8 | 5.46
## how the worst max path moves through the flow
stage       startpoint    end  slack (ps)  cells after the start
4_1_cts   mem_write_in  ready         380                      4
5_1_grt   mem_write_in  ready         310                      4
6_report  mem_write_in  ready         380                      4
## cell type report
class | count | area (sq um)
multi-input cells | 47 | 392
clock buffers | 4 | 45.0
fillers | 1121 | 8060
flip-flops and latches | 40 | 682
well taps | 136 | 170
inverters | 1 | 3.75
repair buffers | 107 | 1060
## cell usage after synthesis (2+ instances only)
master	instances	area, sq um
sky130_fd_sc_hd__and2b_1	6	45.0
sky130_fd_sc_hd__buf_4	4	30.0
sky130_fd_sc_hd__buf_6	2	22.5
sky130_fd_sc_hd__dfrtp_1	7	175
sky130_fd_sc_hd__dlxtp_1	32	480
sky130_fd_sc_hd__mux2_2	16	180
sky130_fd_sc_hd__nor2_1	2	7.51
sky130_fd_sc_hd__nor2b_1	11	68.8
sky130_fd_sc_hd__or2_2	3	18.8
## power breakdown
group	switching [uW]	internal, uW	total (uW)
clock network	42.4	92.1	135
logic	17.7	68.3	86.0
registers	0	114	114
## metal layers
layer,wire length [um],vias to the layer above,GRT usage (%)
li1,-,504,-
met1,1570,457,5.47
met2,2610,52,10.3
met3,511,2,1.79
met4,34,0,0.504
met5,0,-,0
Power and IR drop assume default switching activity.
